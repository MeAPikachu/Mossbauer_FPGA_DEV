==> design/flow/design.v <==
package evn_pkg;
typedef struct packed {
  logic swt;   
  logic stp;   
  logic str;   
  logic rst;   
} evn_t;
endpackage: evn_pkg
// synopsys translate_off
`timescale 1ns / 1ps
// synopsys translate_on
module axi_master #(
  parameter    DW    =  64      ,  
  parameter    AW    =  32      ,  
  parameter    ID    =   0      ,  
  parameter    IW    =   4      ,  
  parameter    LW    =   4      ,  
  parameter    SW    = DW >> 3     
)
(
   input                   axi_clk_i      ,  
   input                   axi_rstn_i     ,  
   output     [   IW-1: 0] axi_awid_o     ,  
   output reg [   AW-1: 0] axi_awaddr_o   ,  
   output reg [   LW-1: 0] axi_awlen_o    ,  
   output     [    3-1: 0] axi_awsize_o   ,  
   output reg [    2-1: 0] axi_awburst_o  ,  
   output     [    2-1: 0] axi_awlock_o   ,  
   output     [    4-1: 0] axi_awcache_o  ,  
   output     [    3-1: 0] axi_awprot_o   ,  
   output reg              axi_awvalid_o  ,  
   input                   axi_awready_i  ,  
   output     [   IW-1: 0] axi_wid_o      ,  
   output reg [   DW-1: 0] axi_wdata_o    ,  
   output reg [   SW-1: 0] axi_wstrb_o    ,  
   output reg              axi_wlast_o    ,  
   output reg              axi_wvalid_o   ,  
   input                   axi_wready_i   ,  
   input      [   IW-1: 0] axi_bid_i      ,  
   input      [    2-1: 0] axi_bresp_i    ,  
   input                   axi_bvalid_i   ,  
   output                  axi_bready_o   ,  
   output     [   IW-1: 0] axi_arid_o     ,  
   output reg [   AW-1: 0] axi_araddr_o   ,  
   output reg [   LW-1: 0] axi_arlen_o    ,  
   output     [    3-1: 0] axi_arsize_o   ,  
   output reg [    2-1: 0] axi_arburst_o  ,  
   output     [    2-1: 0] axi_arlock_o   ,  
   output     [    4-1: 0] axi_arcache_o  ,  
   output     [    3-1: 0] axi_arprot_o   ,  
   output reg              axi_arvalid_o  ,  
   input                   axi_arready_i  ,  
   input      [   IW-1: 0] axi_rid_i      ,  
   input      [   DW-1: 0] axi_rdata_i    ,  
   input      [    2-1: 0] axi_rresp_i    ,  
   input                   axi_rlast_i    ,  
   input                   axi_rvalid_i   ,  
   output reg              axi_rready_o   ,  
   input      [   AW-1: 0] sys_waddr_i    ,  
   input      [   DW-1: 0] sys_wdata_i    ,  
   input      [   SW-1: 0] sys_wsel_i     ,  
   input                   sys_wvalid_i   ,  
   input      [   LW-1: 0] sys_wlen_i     ,  
   input                   sys_wfixed_i   ,  
   output reg              sys_werr_o     ,  
   output reg              sys_wrdy_o     ,  
   input      [   AW-1: 0] sys_raddr_i    ,  
   input                   sys_rvalid_i   ,  
   input      [   SW-1: 0] sys_rsel_i     ,  
   output                  sys_rardy_o    ,  
   input      [   LW-1: 0] sys_rlen_i     ,  
   input                   sys_rfixed_i   ,  
   output reg [   DW-1: 0] sys_rdata_o    ,  
   input                   sys_rrdy_i     ,  
   output reg              sys_rrdy_o     ,  
   output reg              sys_rerr_o        
);
assign axi_awid_o    = ID ;
assign axi_awsize_o  = {(DW==512),1'b1,(DW==64)} ;  
assign axi_awlock_o  = 2'h0   ;  
assign axi_awcache_o = 4'b0011;  
assign axi_awprot_o  = 3'b000 ;  
reg [   LW-1: 0] wr_cnt           ;
reg [    4-1: 0] axi_awwr_pt      ;
reg [    4-1: 0] axi_awrd_pt      ;
reg [    4-1: 0] axi_awfill_lvl   ;
reg [LW+AW  : 0] axi_awfifo[15:0] ;   
reg              awdata_in_reg    ;
wire axi_wlast ;
wire axi_wpush ;
wire axi_awpop  = (!awdata_in_reg || axi_awready_i) && |axi_awfill_lvl ;
wire axi_awpush = sys_wvalid_i && sys_wrdy_o && !wr_cnt ;
always @ (posedge axi_clk_i)
begin
   if (!axi_rstn_i) begin
      axi_awwr_pt <= 4'h0 ;
   end
   else if (axi_awpush) begin
      axi_awfifo[axi_awwr_pt] <= {!sys_wfixed_i,sys_wlen_i,sys_waddr_i} ;
      axi_awwr_pt             <= axi_awwr_pt + 4'h1                     ;
   end
end
always @ (posedge axi_clk_i)
begin
   if (!axi_rstn_i) begin
      axi_awrd_pt   <= 'h0 ;
      axi_awburst_o <= 'h0 ;
   end
   else begin
      if (axi_awpop) begin
         {axi_awburst_o[0],axi_awlen_o,axi_awaddr_o} <= axi_awfifo[axi_awrd_pt] ;
         axi_awrd_pt                                 <= axi_awrd_pt + 4'h1      ;
      end
      else if (axi_awready_i && axi_awvalid_o) begin
         {axi_awburst_o[0],axi_awlen_o,axi_awaddr_o} <= {1 + 4 + AW{1'h0}} ;
      end
   end
end
always @(posedge axi_clk_i)
begin
    if (!axi_rstn_i) begin
       axi_awvalid_o  <= 1'b0 ;
       axi_awfill_lvl <= 4'h0 ;
       awdata_in_reg  <= 1'b0 ;
    end
    else begin
      if (axi_awpop)
         axi_awvalid_o <= 1'b1 ;
      else if (axi_awready_i && axi_awvalid_o)
         axi_awvalid_o <= 1'b0 ;
      if (axi_awpush && !axi_awpop)
         axi_awfill_lvl <= axi_awfill_lvl + 4'h1 ;
      else if (!axi_awpush && axi_awpop)
         axi_awfill_lvl <= axi_awfill_lvl - 4'h1 ;
      if (axi_awpop)
         awdata_in_reg <= 1'b1 ;
      else if (axi_awready_i && axi_awvalid_o)
         awdata_in_reg <= 1'b0 ;
    end
end
assign axi_wid_o  = ID ;
reg [    4-1: 0] axi_wwr_pt      ;
reg [    4-1: 0] axi_wrd_pt      ;
reg [    4-1: 0] axi_wfill_lvl   ;
reg [SW + DW: 0] axi_wfifo[15:0] ;   
reg              wdata_in_reg    ;
wire axi_wpop = (!wdata_in_reg || axi_wready_i) && |axi_wfill_lvl  ;
assign axi_wpush = sys_wvalid_i && sys_wrdy_o                          ;
assign axi_wlast = ((!sys_wlen_i && sys_wvalid_i) || (wr_cnt == 'h1)) ;
always @ (posedge axi_clk_i)
begin
   if (!axi_rstn_i) begin
      axi_wwr_pt  <= 4'h0 ;
      axi_wrd_pt  <= 4'h0 ;
      axi_wlast_o <= 1'b0 ;
      axi_wstrb_o <=  'h0 ;
   end
   else begin
      if (axi_wpush) begin
         axi_wfifo[axi_wwr_pt] <= {axi_wlast,sys_wsel_i,sys_wdata_i} ;
         axi_wwr_pt            <= axi_wwr_pt + 4'h1                  ;
      end
      if (axi_wpop) begin
         {axi_wlast_o,axi_wstrb_o,axi_wdata_o} <= axi_wfifo[axi_wrd_pt] ;
         axi_wrd_pt                            <= axi_wrd_pt + 4'h1     ;
      end
      else if (axi_wready_i && axi_wvalid_o) begin
          {axi_wlast_o,axi_wstrb_o,axi_wdata_o} <= {1 + SW + DW{1'h0}} ;
      end
   end
end
always @(posedge axi_clk_i)
begin
   if (!axi_rstn_i) begin
      axi_wvalid_o  <= 1'b0 ;
      sys_wrdy_o    <= 1'b0 ;
      axi_wfill_lvl <= 4'h0 ;
   end
   else begin
      if (axi_wpop)
         axi_wvalid_o <= 1'b1 ;
      else if (axi_wready_i && axi_wvalid_o)
         axi_wvalid_o <= 1'b0 ;
      if (axi_wpush && !axi_wpop)
         axi_wfill_lvl <= axi_wfill_lvl + 4'h1 ;
      else if (!axi_wpush && axi_wpop)
         axi_wfill_lvl <= axi_wfill_lvl - 4'h1 ;
      sys_wrdy_o <= ~&axi_wfill_lvl[3:1] && ~&axi_awfill_lvl[3:1]; 
   end
end
always @(posedge axi_clk_i)
begin
   if (!axi_rstn_i) begin
      wdata_in_reg <= 'h0 ;
      wr_cnt       <= 'h0 ;
   end
   else begin
      if (axi_wpop)
         wdata_in_reg <= 1'b1 ;
      else if (axi_wready_i && axi_wvalid_o)
         wdata_in_reg <= 1'b0 ;
      if (sys_wvalid_i && sys_wrdy_o && !wr_cnt)
         wr_cnt <= sys_wlen_i ;
      else if (axi_wpush && wr_cnt)
         wr_cnt <= wr_cnt - 'h1 ;
   end
end
assign axi_bready_o = 'h1 ;
always @(posedge axi_clk_i)
begin
   if (!axi_rstn_i)
      sys_werr_o <= 1'b0 ;
   else
      sys_werr_o <= axi_bvalid_i && (axi_bresp_i == 2'h2) ;
end
assign axi_arid_o    = ID ;
assign axi_arsize_o  = {(DW==512),1'b1,(DW==64)} ;  
assign axi_arlock_o  = 2'h0   ;  
assign axi_arcache_o = 4'b0011;  
assign axi_arprot_o  = 3'b010 ;  
reg [LW-1: 0] rd_cnt  ;  
reg           nxt_burst_rdy;
always @(posedge axi_clk_i)
begin
   if (!axi_rstn_i) begin
      nxt_burst_rdy <= 1'b1 ;
      rd_cnt        <=  'h0 ;
   end
   else begin
      if (!rd_cnt && sys_rrdy_o && sys_rrdy_i)
         nxt_burst_rdy <= 1'b1 ;
      else if (sys_rvalid_i)
         nxt_burst_rdy <= 1'b0 ;
      if (sys_rvalid_i && nxt_burst_rdy)
         rd_cnt <= sys_rlen_i ;
      else if (sys_rrdy_i && sys_rrdy_o && rd_cnt)
         rd_cnt <= rd_cnt - 'h1 ;
   end
end
always @(posedge axi_clk_i)
begin
   if (!axi_rstn_i) begin
      axi_arvalid_o  <= 'h0 ;
      axi_arburst_o  <= 'h0 ;
   end
   else begin
      if (sys_rvalid_i && nxt_burst_rdy) begin
         axi_arvalid_o  <= 'h1           ;
         axi_arlen_o    <= sys_rlen_i    ;
         axi_araddr_o   <= sys_raddr_i   ;
         axi_arburst_o  <= !sys_rfixed_i ;
      end
      else if (axi_arready_i) begin
         axi_arvalid_o  <= 'h0 ;
      end
   end
end
reg [ 4-1: 0] axi_rwr_pt      ,
              axi_rrd_pt      ;
reg [ 4-1: 0] axi_rfill_lvl   ;
reg [DW-1: 0] axi_rfifo[15:0] ;   
reg           rdata_in_reg    ;
wire axi_rpush = axi_rvalid_i && axi_rready_o ;
wire axi_rpop  = (!rdata_in_reg || sys_rrdy_i) && |axi_rfill_lvl ;
always @(posedge axi_clk_i)
begin
   if (!axi_rstn_i) begin
      axi_rwr_pt <= 4'h0 ;
      axi_rrd_pt <= 4'h0 ;
   end
   else begin
      if (axi_rpush) begin
         axi_rfifo[axi_rwr_pt] <= axi_rdata_i         ;
         axi_rwr_pt            <= axi_rwr_pt + 4'h1   ;
      end
      if (axi_rpop) begin
         sys_rdata_o <= axi_rfifo[axi_rrd_pt]  ;
         axi_rrd_pt <= axi_rrd_pt + 4'h1       ;
      end
   end
end
always @(posedge axi_clk_i)
begin
   if (!axi_rstn_i) begin
      sys_rrdy_o <= 1'b0 ;
      sys_rerr_o <= 1'b0 ;
   end
   else begin
      if (axi_rpop)
         sys_rrdy_o <= 1'b1 ;
      else if (sys_rrdy_o && sys_rrdy_i)
         sys_rrdy_o <= 1'b0 ;
      sys_rerr_o <= axi_rvalid_i && (axi_rresp_i == 2'h2) ;
   end
end
always @(posedge axi_clk_i)
begin
   if (!axi_rstn_i) begin
      axi_rfill_lvl <= 4'h0 ;
      axi_rready_o  <= 1'h1 ;
   end
   else begin
      if (axi_rpush && !axi_rpop)
         axi_rfill_lvl <= axi_rfill_lvl + 4'h1 ;
      else if (!axi_rpush && axi_rpop)
         axi_rfill_lvl <= axi_rfill_lvl - 4'h1 ;
      axi_rready_o <= ~&axi_rfill_lvl[3:1] ;
   end
end
always @(posedge axi_clk_i)
begin
   if (!axi_rstn_i) begin
      rdata_in_reg <= 'h0 ;
   end
   else begin
      if (axi_rpop) begin
         rdata_in_reg <= 1'b1 ;
      end
      else if (sys_rrdy_o && sys_rrdy_i) begin
         rdata_in_reg <= 1'b0 ;
      end
   end
end
assign sys_rardy_o = axi_arready_i ;
endmodule  
==> design/flow/run.sh <==
#!/bin/bash
# OpenROAD 26Q1-2900-gdf79404cd8, Yosys 0.63+post, stock flow scripts
make -C /OpenROAD-flow-scripts/flow DESIGN_CONFIG=/design/flow/config.mk WORK_HOME=/design/flow/orfs finish
==> design/flow/config.mk <==
export PLATFORM = sky130hd
export DESIGN_NAME = axi_master
export DESIGN_NICKNAME = axi_master
export VERILOG_FILES = /design/flow/design.v
export SDC_FILE = /design/flow/constraint.sdc
export NUM_CORES = 4
export LEC_CHECK = 1
export CORE_UTILIZATION = 50
==> design/flow/constraint.sdc <==
current_design axi_master

set clk_period 48.0
set clk_io_pct 0.2

create_clock -name clk0 -period $clk_period [get_ports {axi_clk_i}]

set non_clock_inputs [all_inputs -no_clocks]
set_input_delay [expr $clk_period * $clk_io_pct] -clock clk0 $non_clock_inputs
set_output_delay [expr $clk_period * $clk_io_pct] -clock clk0 [all_outputs]
==> impl_metrics.json <==
{
  "largest-register": "axi_wfifo",
  "grt_max_degree": 96,
  "warnings": 55,
  "cp.arrival_ns": 10.53,
  "top_area_share_pct": 78.0,
  "grt.total_usage_pct": 25.1,
  "final_cell_mix": "2,984 x edfxtp_1, 757 x mux4_2, 443 x clkdlybuf4s50_1, 335 x clkbuf_16, 187 x mux2i_1",
  "crit_buf_inv": 2,
  "finalHoldViolations": 0,
  "cts-root-buf": "clkbuf_16",
  "ant_nets": 0,
  "antenna_found_initial": 59,
  "min_period_over_period_pct": 41.9,
  "power_leakage_nw": 41.0,
  "fin_area_um2": 133000,
  "crit_path_end_kind": "primary output",
  "skew_ns": 0.0902,
  "ff_type": "edfxtp_1",
  "grt_pass1_vias": 56800,
  "outcome": "finished clean",
  "top_area_cell": "edfxtp_1",
  "tightestPinTransition_ns": 0.915,
  "drt_iter0_drc": 2758,
  "dieArea_um2": 232000,
  "slew_viol_final": 0,
  "r2r_cells": 7,
  "critical_path_class": "in -> out",
  "dp.cells": 8174,
  "cts_tree": "yes",
  "slew_headroom_pct": 38.9,
  "worstPathMaxFanout": 2,
  "cp_slowest_cell": "clkdlybuf4s50_1",
  "cp.depth": 2,
  "wl_um": 252000,
  "maxCapViolCount": 0,
  "crit_top_cell": "clkdlybuf4s50_1",
  "clk_pin_slew_worst_paths_ns": 0.06,
  "placeableCoreArea_um2": 228000,
  "biggestRegsByFlops": "axi_wfifo (1168), axi_rfifo (1024), axi_awfifo (592)",
  "total_power_w": 0.00660,
  "cts_sinks": 3056,
  "placed_area_um2": 123000,
  "grt_pass1_wl_um": 370000,
  "hold_buffers": 0,
  "num_rows": 175,
  "path_cells": "clkdlybuf4s50_1 -> clkdlybuf4s50_1",
  "fp.dieW_um": 481,
  "htree_levels": 5,
  "dp.final_hpwl_um": 132000,
  "insertion_delay_ns": 0.96,
  "seq_power_share_pct": 47.4,
  "critPathTopFamily": "buffers and inverters",
  "p_comb_share_pct": 17.2,
  "via_count": 51700,
  "swShare_pct": 23.9,
  "final_cell_count_no_fill": 8737,
  "yosysWarnings": 2,
  "syn_area_um2": 115000,
  "ys_seq_share_pct": 79.2,
  "synth_flops": 3056,
  "edf_count": 2984,
  "hold_path.class": "reg -> reg",
  "wire_per_inst_um": 28.8,
  "ys_top_cells_by_area": "edfxtp_1 78%, mux4_2 15%, mux2i_1 1.6%",
  "setup_tns_ns": 0,
  "worstHoldPathCells": 1,
  "portBuffers": 443,
  "yosysUniqueCellTypes": 53,
  "max_clock_freq_mhz": 49.7,
  "ctsLongestPathBuffers": 4,
  "rsz0062_at_grt": "no",
  "p_int_w": 0.00502,
  "start_kind": "input pin",
  "syn_to_final_growth_pct": 15.9,
  "ys_cells": 4816,
  "initial_core_util_pct": 50.4,
  "largest_register_ff_count": 1168,
  "max_stage_delay_ns": 0.47,
  "drcViolationCount": 0,
  "firstDrtPassIters": 5,
  "drive_above_1_share_pct": 24.6,
  "p_per_area_nw_per_um2": 49.5,
  "gr-total-overflow": 0,
  "p_switching_w": 0.00158,
  "fin_crit_ns": 20.13,
  "place.gp.congestion": 0.782,
  "async_reset_ff_share_pct": 0,
  "synth_cells": 4816,
  "die_h_um": 481,
  "ys_chip_area_um2": 115000,
  "p_clk_share_pct": 35.4,
  "post_synth.cell_area_avg_um2": 23.9,
  "io_pins": 500,
  "critPathRequiredTime_ns": 38.40,
  "mostFrequentLayoutCell": "edfxtp_1",
  "cts_setup_buffers": 0,
  "final-setup-viol-count": 0,
  "cts-resized-gates": 0,
  "ir_worst_vdd_v": 0.0000403,
  "cts_buffers": 329,
  "vias_per_cell": 5.91
}
[area by class of cell]
type | instances | area, um^2
Timing Repair Buffer | 599 | 5690
Sequential cell | 3056 | 91100
Multi-Input combinational cell | 1491 | 22800
Clock inverter | 138 | 1090
Antenna cell | 11 | 27.5
Fill cell | 15800 | 94700
Inverter | 19 | 71.3
Tap cell | 3009 | 3760
Clock buffer | 414 | 8720
[synthesized netlist by cell type, types with 4 or more instances]
master	instances
o21ai_0	8
nand2b_1	16
and2_1	4
inv_1	17
nor3_1	19
xor2_1	14
clkbuf_1	92
a21oi_1	20
edfxtp_1	2984
xnor2_1	12
dfxtp_1	72
mux2i_1	187
buf_1	13
and3_1	6
buf_6	15
a221o_1	9
ha_1	29
nand4_1	4
or4_1	4
nand2_1	34
nor2b_1	38
nand3_1	13
o22ai_1	65
nor2_1	94
a211oi_1	74
buf_4	70
mux2_2	13
mux4_2	757
buf_2	97
[power by group through the flow]
stage     clock, W  combinational (W)  sequential [W]
4_1_cts    0.00238            0.00116         0.00313
5_1_grt    0.00249            0.00123         0.00314
6_report   0.00233            0.00114         0.00313
[layer usage]
metal | vias to the layer above | track usage, % | part of all wire (%)
li1 | 21800 | - | -
met1 | 25900 | 35.4 | 33
met2 | 3394 | 34.7 | 47
met3 | 507 | 18.9 | 17
met4 | 76 | 5.01 | 2.5
met5 | - | 0.994 | 0.23
[final timing paths]
check,from,to,slack [ns]
hold / removal,axi_rfill_lvl[3],axi_rready_o,0.45
setup reg to reg,register,axi_wdata_o[33],43.89
setup / recovery,axi_arready_i,sys_rardy_o,27.87
hold reg to reg,axi_rfill_lvl[3],axi_rready_o,0.45
[cell families after synthesis]
group	after synthesis	share of synthesized area [%]
flip-flops	3056	79.2
multiplexers	957	16.6
buffers and inverters	306	1.43
AND/OR/NAND/NOR	246	1.05
AND-OR/OR-AND	191	1.14
adder cells (fa/ha/maj)	32	0.368
XOR/XNOR	26	0.198
other	2	0.00653
[through the flow]
step / utilization (%) / hold WS [ns] / setup slack (ns)
2_1_floorplan: - / 0.392 / 28.70
3_3_place_gp: 54.1 / 0.429 / 27.87
3_5_place_dp: 54.1 / 0.422 / 27.87
4_1_cts: 58.4 / 0.445 / 27.87
5_1_grt: 58.4 / 0.475 / 27.85
6_report: 58.4 / 0.453 / 27.87
